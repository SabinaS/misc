### ./constraint.sdc
current_design eff

set clk_period 1.1
set clk_io_pct 0.2

create_clock -name clk0 -period $clk_period [get_ports {clk}]

set non_clock_inputs [all_inputs -no_clocks]
set_input_delay [expr $clk_period * $clk_io_pct] -clock clk0 $non_clock_inputs
set_output_delay [expr $clk_period * $clk_io_pct] -clock clk0 [all_outputs]
### ./design.v
module eff #(parameter WIDTH = 32)
(
	input clk,
	input rst,
	input write_enable_i,
	input [WIDTH - 1 : 0] data_i,
	output valid_o,
	output [WIDTH - 1 : 0] data_o
);
reg [WIDTH - 1 : 0] data;
reg valid;
assign data_o = data;
assign valid_o = valid;
always_ff @(posedge clk) begin
	if (rst) begin
		data <= '0;
		valid <= '0;
	end else if (write_enable_i) begin
		data <= data_i;
		valid <= '1;
	end
end
endmodule
### ./config.mk
export PLATFORM = sky130hd
export DESIGN_NAME = eff
export DESIGN_NICKNAME = eff
export VERILOG_FILES = /design/flow/design.v
export SDC_FILE = /design/flow/constraint.sdc
export NUM_CORES = 4
export LEC_CHECK = 1
export CORE_UTILIZATION = 30
### ./run.sh
#!/bin/bash
# OpenROAD 26Q1-2900-gdf79404cd8, Yosys 0.63+post, stock flow scripts
make -C /OpenROAD-flow-scripts/flow DESIGN_CONFIG=/design/flow/config.mk WORK_HOME=/design/flow/orfs finish
==> run notes <==
run metrics: H-tree depth=2, sequential share of power=0.519, Mean Syn Cell Area=about 11 sq um, Post-Route WL=between 2000 and 2500 um, floorplan core density=0.320, layout cells sized above 1=0.253, simple share=0.107, max_cap viols=0, YS chip area=around 1200 sq um, CP startpoint kind=register, # rows=22, Final Hold Fails=0, fmax=approximately 960 MHz, Synth Instances=about 110, # Cells Yosys=between 100 and 150, crit path time final=between 1 and 1.5 ns, Synthesized registers=33, HP Class=in -> reg, pin count of the biggest net entering global routing=20, crit share post-route=0.949, post-route ant nets=0, Synth top area share=0.552, Die W=between 60 and 70 um, busiest grt layer=met1, GR Util met1=0.195, Sw Pwr=approximately 0.00050 W, count leader, synth=nor2_1, post-CTS setup buffers=0, clock root buffer=clkbuf_8, Placed Area=between 1500 and 2000 sq um, port bufs=between 60 and 70, Cells after DPL=approximately 220, mux frac, synth=0.268, Final Instance Area=1970 sq um, Pre-antenna DRT Iters=4, Crit. path cell count=1, Clock Pin Slew Worst Setup and Hold Paths=about 0.060 ns, Top FF cell, synth=dfxtp_1, hold_buf cts=0, Hold Slack=about 0.34 ns, ant diodes=0, CTS Sinks=33, initial antenna violation count=0, via density per instance=roughly 4.2, HPWL Detailed=approximately 1800 um, Worst-Margin Slew=between 0.15 and 0.2 ns, Tool Warnings=25, Filler Cell Count=349, status=complete, no violations, RSZ-0062 raised after global routing=false, Critical Path AT=roughly 0.82 ns, Slowest-stage cell, CP=dfxtp_2, worst path cell trace=dlygate4sd2_1, Critical Path Max Stage Delay=roughly 0.31 ns, Worst-Skew Late Latency=about 0.27 ns, Max rail drop VDD=0.714 mV, XOR Share, Synth=0, vias in the first global route=between 800 and 900, Yosys cell types=7, hold_sp=write_enable_i, Top cells by area=dfxtp_1 (55%), mux2i_1 (27%), nor2_1 (11%), clock network power share=0.338, 1st-iter DRT viols=22, die y size=65.2 um, clk_skew=0 ns, GR Layer Usage met2=0.171, reg-to-reg startpoint=data[11], largest area contributor in the netlist=dfxtp_1, buffers and inverters on the worst path=1, count of library flops with an enable pin=0, Layout Utilization=0.526, Crit. Startpoint=valid, Slew Limit Headroom=0.888, Max Buffers Root-to-Sink=2, cts bufs inserted=5, Pleak=about 0.98 nW, total number of vias=948, die area=about 4200 sq um, Comb pwr share=0.143, Remaining DRCs=0, per-cell routed wire length=10.5 um, post-CTS sizing=~66, number of top-level pins=just under 70, core area=approximately 3700 sq um, CTS tree=yes, Crit. End Element=output port, final cell count without fillers=~230, Slew Viols, Final=0, Synth Seq Share=0.552, ys async rst share=0, final setup violation count=0, met3 Use GR=0.0440, gr usage total=0.123, aoi share=0, Congestion Overflow GR=0, Hold Path Cell Cnt=3, Req. time, crit path=slightly below 0.9 ns, sw frac=0.199, R2R depth=2, largest family of logic cells by area=multiplexers, worst setup path category=reg -> out, adder-cell share of the synthesized area=0, Cell Area, Synth=1200 sq um, PD cells=1280 nW/um^2, CP Max Fanout=2, GPL Wtd Cong=about 0.75, synthesis-to-layout area growth=64.6%, first-pass GRT wire length=about 4000 um, most instantiated cells after synthesis=nor2_1 (34), dfxtp_1 (33), mux2i_1 (32), buf_12 (3), Cell Int Power=between 0.002 and 0.0025 W, YS warnings=1, Top delay family on crit path=flip-flops
## layout by cell type, fill, tap and decap left out
| master | instances |
|---|---|
| clkbuf_1 | 1 |
| buf_4 | 4 |
| buf_12 | 1 |
| buf_2 | 1 |
| nor2_1 | 34 |
| dfxtp_2 | 33 |
| clkdlybuf4s50_1 | 33 |
| mux2i_1 | 32 |
| clkbuf_8 | 6 |
| dlygate4sd2_1 | 33 |
## logic make-up after synthesis
logic type    Yosys count
mux                    32
flops                  33
simple gates           34
buf+inv                 8
## worst paths after layout
path / end / slack [ns]
min: data[0] / 0.34
min reg2reg: valid / 0.46
max: valid_o / 0.06
max reg2reg: data[11] / 0.46
## metrics by stage
step	TNS (ns)	power [W]	setup WS [ns]
after detailed placement	-0.528	0.00174	-0.0356
after floorplan	0	0.00147	0.278
after CTS	0	0.00258	0.0386
after global placement	-0.145	0.00174	-0.00894
final	0	0.00253	0.0565
after global routing	0	0.00269	0.0141
## worst reg2reg max path, stage by stage, from the launching register on
cell     delay, ns
dfxtp_2       0.31
mux2i_1       0.15
nor2_1        0.06
## state kept, by name (all words and copies together) (netlist names)
| name | count |
|---|---|
| data | 32 |
| valid | 1 |
## final cells by class
class / instances / area (sq um) / area share
Clock buffer: 7 / 86.3 / 0.0438
Multi-Input combinational cell: 66 / 448 / 0.227
Sequential cell: 33 / 702 / 0.356
Tap cell: 48 / 60.1 / 0.0305
Timing Repair Buffer: 72 / 674 / 0.342
## per-layer routing
layer,part of all wire,routed length [um]
met1,0.49,1160
met2,0.39,935
met3,0.11,252
met4,0.011,25
met5,0,0
## power by group through the flow
stage	Clock (W)	Combinational, W	Sequential [W]
6_report	0.000857	0.000361	0.00131
5_1_grt	0.000965	0.000400	0.00132
4_1_cts	0.000900	0.000367	0.00131
Power figures rest on the tool's default switching activity, not on a simulated workload.
