File: run.sh
#!/bin/bash
# OpenROAD 26Q1-2900-gdf79404cd8, Yosys 0.63+post, stock flow scripts
make -C /OpenROAD-flow-scripts/flow DESIGN_CONFIG=/design/flow/config.mk WORK_HOME=/design/flow/orfs finish
File: config.mk
export PLATFORM = sky130hd
export DESIGN_NAME = decoder_4_16
export DESIGN_NICKNAME = decoder_4_16
export VERILOG_FILES = /design/flow/design.v
export SDC_FILE = /design/flow/constraint.sdc
export NUM_CORES = 4
export LEC_CHECK = 1
export CORE_AREA = 10 10 70 70
export DIE_AREA = 0 0 80 80
File: constraint.sdc
current_design decoder_4_16

set clk_period 1.0
set clk_io_pct 0.2

create_clock -name clk0 -period $clk_period

set non_clock_inputs [all_inputs -no_clocks]
set_input_delay [expr $clk_period * $clk_io_pct] -clock clk0 $non_clock_inputs
set_output_delay [expr $clk_period * $clk_io_pct] -clock clk0 [all_outputs]
File: design.v
module decoder_4_16 ( decoder_i, decoder_o );
	input [3:0] decoder_i;
	output [15:0] decoder_o;
 	reg [15:0] mid;
	always_comb begin
		case(decoder_i)
			4'd0:  mid = 16'b0000_0000_0000_0001;
			4'd1:  mid = 16'b0000_0000_0000_0010;
			4'd2:  mid = 16'b0000_0000_0000_0100;
			4'd3:  mid = 16'b0000_0000_0000_1000;
			4'd4:  mid = 16'b0000_0000_0001_0000;
			4'd5:  mid = 16'b0000_0000_0010_0000;
			4'd6:  mid = 16'b0000_0000_0100_0000;
			4'd7:  mid = 16'b0000_0000_1000_0000;
			4'd8:  mid = 16'b0000_0001_0000_0000;
			4'd9:  mid = 16'b0000_0010_0000_0000;
			4'd10: mid = 16'b0000_0100_0000_0000;
			4'd11: mid = 16'b0000_1000_0000_0000;
			4'd12: mid = 16'b0001_0000_0000_0000;
			4'd13: mid = 16'b0010_0000_0000_0000;
			4'd14: mid = 16'b0100_0000_0000_0000;
			4'd15: mid = 16'b1000_0000_0000_0000;
		endcase
	end
	assign decoder_o = mid;	
endmodule
==> ci_impl_report.md <==
### Flow metrics

| Metric | Value |
|---|---|
| Via count | between 300 and 400 |
| Placed insts | around 86 |
| Initial antenna violation count | 0 |
| Area leader, netlist | and4bb_2 |
| CP Class | in2out |
| Vias in the first global route | 359 |
| Drt pass-1 iters | 3 |
| Rel. slew slack | 86.7% |
| I/O pin cnt | 20 |
| Die X | ~80 um |
| Static Leak | about 0.00034 uW |
| Slew @ Worst Pin | between 0.15 and 0.2 ns |
| Reg area | 0 sq um |
| Fmax | slightly below 0.9 GHz |
| Yosys stat area | about 230 sq um |
| Final setup violation count | 13 |
| Final period util | 115% |
| Fillers | roughly 370 |
| CP required | 0.80 ns |
| Final non-filler cell total | 102 |
| Seq/Total Area, Yosys | 0% |
| Top cells by area | and4bb_2 (33%), nor4b_2 (27%), and4b_1 (18%) |
| Worst Path Max Fanout | 7 |
| Total power draw | around 240 uW |
| # Cells Yosys | 20 |
| Final slew viol count | 0 |
| Antenna Cells | 0 |
| DRC violations left | 0 |
| Worst Hold Margin | roughly 0.75 ns |
| CP Capture Type | output pin |
| Final Hold Vio Count | 0 |
| RSZ-0062 raised after global routing | yes |
| Avg WL per Cell | 14.0 um |
| Post-DP HPWL | 659 um |
| P&R area growth vs syn | 212% |
| First-pass GRT wire length | between 2000 and 2500 um |
| Final wirelength | approximately 1400 um |
| Top-area cell share | between 30 and 40% |
| Worst hold-check path type | in2out |
| PwrDens | around 350 nW/um^2 |
| YS warnings | 1 |
| Syn Inst Count | 20 |
| IO buf count | 20 |
| PnR worst setup slack | -0.153 ns |
| Final ANT Viol Nets | 0 |
| CLK BUF | 0 |
| Status | complete, but fails checks |
| Via density per instance | between 3 and 4 |
| Gpl congestion | between 0.6 and 0.7 |
| Combinational gate area | around 240 sq um |
| Seq cells | 0 |
| Max Cap Viol | 0 |
| Avg Inst Size Synth | 11.3 sq um |
| Log Warnings | 34 |
| Global route total overflow | 0 |
| Init Core Util | between 6 and 7% |
| Setup_tns | -1.06 ns |
| Core area | 3420 sq um |
| Largest net degree at the start of global routing | 8 |
| Share of layout cells above drive strength 1 | roughly nine tenths |
| Top-count cell post-synth | and4bb_2 |
| Number of DRC markers after the initial detailed-route iteration | 2 |
| All-layer global routing usage | between 3 and 4% |
| Worst setup SP type | input pin |
| DIE AREA | approximately 6400 sq um |
| Synthesized area | roughly 230 sq um |
| Final min period | between 1 and 1.5 ns |
| CTS Hold Bufs | 0 |
| Crit path arrival time | between 0.9 and 1 ns |
| Most frequent cells after synthesis | and4bb_2 (6), and4b_1 (4), buf_4 (4), nor4b_2 (4) |
| Die height | around 80 um |
| Rows | 21 |
| Yosys cell types | 6 |
| Violated checks | setup timing |
| Maximum vdd drop | approximately 0.00013 V |
## layout by cell type (no fill, tap or decap)
cell,synthesis,routed
and4_1,1,1
buf_4,4,3
buf_12,0,3
nor4_4,0,1
buf_16,0,2
buf_6,0,13
nor4b_4,0,4
buf_8,0,3
and4b_1,4,4
buf_2,0,16
and4bb_2,6,6
## report_power, final
part           total, uW  internal [uW]  switching [uW]  leakage [uW]
combinational        244            158            86.4      0.000339
sequential             0              0               0             0
clock                  0              0               0             0
total                244            158            86.4      0.000339
## layout make-up
type	instances	share of cell area, %
Multi-Input combinational cell	16	34.0
Timing Repair Buffer	40	57.9
Tap cell	46	8.14
## critical path, stage by stage
cell and delay [ns]:
buf_12 0.11, buf_16 0.13, buf_6 0.11, nor4b_4 0.26, buf_2 0.14
## path summary, 6_finish.rpt
path	startpoint	endpoint	slack [ns]	depth (start not counted)
min	decoder_i[3]	decoder_o[1]	0.75	4
max	decoder_i[3]	decoder_o[2]	-0.15	5
## through the flow
stage	instance area [sq um]	utilization, %	worst slack, ns
6_report	707	20.7	-0.153
5_1_grt	707	20.7	-0.180
4_1_cts	649	19.0	-0.135
3_5_place_dp	509	14.9	-0.814
3_3_place_gp	509	14.9	-0.789
2_1_floorplan	226	-	0.250
## metal layers
metal	wire length, um	part of all wire (%)	global-route usage, %	up-vias
met2	489	34	4.65	20
li1	-	-	-	163
met1	809	57	6.92	172
met3	125	8.8	1.14	0
met4	0	0	0	0
met5	0	0	0	-
## logic make-up after synthesis
kind of cell           share of synthesized area (%)
AND/OR/NAND/NOR                                 86.7
buffers and inverters                           13.3
## repair_timing
action | 4_1_cts | 5_1_grt
buffers inserted | 11 | 1
gates cloned | 4 | 0
endpoints found under the setup margin | 16 | 13
pin swaps | 13 | 8
resized | 88 | 9
Power figures rest on the tool's default switching activity, not on a simulated workload.
