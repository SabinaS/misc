`design/flow/config.mk`:
```
export PLATFORM = sky130hd
export DESIGN_NAME = adder32
export DESIGN_NICKNAME = adder32
export VERILOG_FILES = /design/flow/design.v
export SDC_FILE = /design/flow/constraint.sdc
export NUM_CORES = 4
export LEC_CHECK = 1
export CORE_AREA = 10 10 107 107
export DIE_AREA = 0 0 117 117
```
`design/flow/constraint.sdc`:
```
current_design adder32

set clk_period 18.1
set clk_io_pct 0.2

create_clock -name clk0 -period $clk_period

set non_clock_inputs [all_inputs -no_clocks]
set_input_delay [expr $clk_period * $clk_io_pct] -clock clk0 $non_clock_inputs
set_output_delay [expr $clk_period * $clk_io_pct] -clock clk0 [all_outputs]
```
`design/flow/design.v`:
```
module adder32 (a_i,b_i,sum_o);
	input[31:0] a_i;
	input[31:0] b_i;
	output logic [31:0] sum_o;
	always_comb begin
	  sum_o = a_i + b_i;
	end
endmodule
```
`design/flow/run.sh`:
```
#!/bin/bash
# OpenROAD 26Q1-2900-gdf79404cd8, Yosys 0.63+post, stock flow scripts
make -C /OpenROAD-flow-scripts/flow DESIGN_CONFIG=/design/flow/config.mk WORK_HOME=/design/flow/orfs finish
```
==> notes.md <==
fresh numbers from the pnr run: share of layout cells above drive strength 1 0.03067, cell accounting for the most synthesized area ha_1, post-CTS resize count 0, area delta synth->final 60.55%, setup TNS 0 ns, first-pass GRT wire length 10,200 µm, # fillers 985, CP dominant cell by count clkdlybuf4s50_1, sequential share of the synthesized area 0, tally of OpenROAD warnings 32, hold endpoint sum_o[0], Syn Area/Cell 7.237 µm², Worst-Margin Slew 0.5621 ns, # IOs approximately 96, Setup crit end kind output pin, crit path DRT 14.48 ns, Synth Cell Area 1744 µm², data arrival time of the worst path 6.61 ns, via count about 2,100, GR Overflow Total 0, Inst Count DP 437, leak pwr 1.176 nW, Hold Fails Final Rpt 0, Die X 117 µm, biggest area cells ha_1 22%, a21oi_1 8.3%, a21o_1 8.2%, antenna diode count 0, postcts setup bufs 0, Crit path largest cell delay 0.50 ns, global-route usage over all layers 0.08953, highest clock rate 97.72 MHz, non-filler cells, final 437, seq_cells 0, # hold bufs at CTS 0, slowest CP cell clkdlybuf4s50_1, Hold/Removal Path Class in2out, cells along the critical path clkdlybuf4s50_1 -> ha_1 -> fa_1 -> a21o_1 -> a31o_2 -> nand3_1 -> o221ai_1 -> a311oi_1 -> o21bai_1 -> xor2_1 -> clkdlybuf4s50_1, Setup CP Type in2out, FP Rows 35, area share of the largest cell type after synthesis 0.2224, count leader, synth ha_1, pre-CTS setup slack between 7 and 8 ns, placed wire-length estimate 5601 µm, yosys stat chip area 1744 µm², worst hold path depth 3, worst setup margin 7.867 ns, core area between 9000 and 10,000 µm², Synthesis Warnings 1, Buf/Inv on CP 2, Slew headroom 0.6156, FP Util 0.1897, # Cells Yosys between 200 and 250, VDD IR-drop max 0.01518 mV, top post-synthesis cells by count 31 x ha_1, 29 x a21oi_1, 19 x a21o_1, max-cap violation count 0, Slew Limit Fails 0, family with the most delay on the worst path AND-OR/OR-AND gates, DR pass1 iterations 6, post-layout util 0.3045, CP Max Fanout 4, Placer Congestion 0.8280, vias in the first global route around 2,100, pwr dens 38.83 nW/µm², Distinct lib cells used 50, drt drc 0, RSZ-0062 raised after global routing no, run status finished, final reports clean, drt via density between 4 and 5, initial DRC count about 83, initial antenna violation count 0, Tmin final a little over 10 ns, die height 117 µm, largest net degree at the start of global routing 11, hold path start b_i[0], Final ANT Viol Nets 0, Worst Setup Start Kind input pin, Seq. cell area 0 µm², Post-Syn Instances 241, final setup vio count 0, DR WL/cell ~15 µm, port bufs 96, die area 13,690 µm², drt total wl 6398 µm, fin crit share 0.5654, CLK BUF 0
==> per-stage QoR <==
stage               instance area (µm²)  total power (W)  hold WS, ns
floorplan                          1744       0.00005132        7.312
finish                             2800        0.0001087        8.269
global route                       2800        0.0001207        8.309
detailed placement                 2800        0.0001092        8.281
CTS                                2800        0.0001103        8.281
global placement                   2800        0.0001094        8.271
==> worst max path at each step <==
stage,start,endpoint,depth (start not counted)
after global routing,b_i[0],sum_o[18],11
final,a_i[0],sum_o[26],11
after CTS,a_i[0],sum_o[26],11
==> layout make-up <==
class	count	area (µm²)	share of cell area
multi-input cells	224	1678	0.5992
well taps	111	138.9	0.04960
inverters	6	22.52	0.008043
repair buffers	96	960.9	0.3432
==> cells in the final DEF (no fill, tap or decap), drive strengths merged, types with 3 or more instances in the layout <==
| master | n |
|---|---|
| or2 | 3 |
| nor2 | 12 |
| o21bai | 5 |
| nor3 | 4 |
| a21o | 19 |
| a21oi | 29 |
| nand4 | 8 |
| inv | 6 |
| xor2 | 15 |
| clkdlybuf4s50 | 96 |
| xnor2 | 13 |
| a211oi | 3 |
| nand3 | 10 |
| a31oi | 3 |
| ha | 31 |
| o211ai | 3 |
| o21ai | 15 |
| nand2 | 18 |
| a311oi | 3 |
==> cells by family after synthesis <==
family	count (synthesis)	share of synthesized area
buf+inv	17	0.03802
compound gates	97	0.3931
simple gates	65	0.1829
fa+ha+maj	32	0.2339
xor+xnor	28	0.1406
mux	2	0.01148
==> routing by layer <==
layer / vias to the layer above / global-route usage / share of wire
met5: - / 0 / 0
met4: 0 / 0.002471 / 0.0022
met3: 2 / 0.03044 / 0.10
met2: 63 / 0.1507 / 0.45
met1: 963 / 0.1144 / 0.44
li1: 1092 / - / -
==> report_power, final <==
| part | switching, W | internal (W) |
|---|---|---|
| Combinational | 0.0000442 | 0.0000645 |
| Clock | 0 | 0 |
| Sequential | 0 | 0 |
| Total | 0.0000442 | 0.0000645 |
No activity file was given, so power comes from the tool's default toggle rates.
